<file path="/design/flow/run.sh">
#!/bin/bash
# OpenROAD 26Q1-2900-gdf79404cd8, Yosys 0.63+post, stock flow scripts
make -C /OpenROAD-flow-scripts/flow DESIGN_CONFIG=/design/flow/config.mk WORK_HOME=/design/flow/orfs finish
</file>
<file path="/design/flow/config.mk">
export PLATFORM = sky130hd
export DESIGN_NAME = mux9x1
export DESIGN_NICKNAME = mux9x1
export VERILOG_FILES = /design/flow/design.v
export SDC_FILE = /design/flow/constraint.sdc
export NUM_CORES = 4
export LEC_CHECK = 1
export CORE_AREA = 10 10 132 132
export DIE_AREA = 0 0 142 142
</file>
<file path="/design/flow/constraint.sdc">
current_design mux9x1

set clk_period 7.7
set clk_io_pct 0.2

create_clock -name clk0 -period $clk_period

set non_clock_inputs [all_inputs -no_clocks]
set_input_delay [expr $clk_period * $clk_io_pct] -clock clk0 $non_clock_inputs
set_output_delay [expr $clk_period * $clk_io_pct] -clock clk0 [all_outputs]
</file>
<file path="/design/flow/design.v">
module mux9x1 (
    input [31:0]in1,
    input [31:0]in2,
    input [31:0]in3,
    input [31:0]in4,
    input [31:0]in5,
	input [31:0]in6,
	input [31:0]in7,
    input [31:0]in8,
    input [31:0]in9,
    input [3:0]select,
    output reg [31:0] out
);
always @(*) begin
    case (select)
        4'b0000:begin
            out<=in1;
        end
        4'b0001:begin
            out<=in2;
        end
        4'b0010:begin
            out<=in3;
        end
        4'b0011:begin
            out<=in4;
        end
        4'b0100:begin
            out<=in5;
        end
		  4'b0101:begin
            out<=in6;
        end
		  4'b0110:begin
            out<=in7;
        end
		  4'b0111:begin
            out<=in8;
        end
		  default:begin
            out<=in9;
        end
    endcase
end
endmodule
</file>
==> CHANGELOG.md <==
### Metrics

* Status: completed
* Number of cells on the worst hold path at 3
* Post-synth cell types at 31
* CP Data Required Time at 6160 ps
* Clock buffer cells at 0
* CP peak stage delay at 570 ps
* OpenROAD warning count at 32
* Clock power share at 0
* Share of cells above drive strength 1 at 0.146
* Psw at 0.0975 mW
* Slowest-stage cell, CP: buf_2
* Part of the power in registers at 0
* Postcts setup bufs at 0
* Drt via density at 4.91
* Int Power at between 0.2 and 0.25 mW
* Worst Hold Launch: select[3]
* RSZ-0062 raised after global routing: false
* Final setup fails at 0
* Gr ovfl total at 0
* Max Fanout on Critical Path at 48
* Placer Congestion at 0.846
* Final tally of hold violations at 0
* First-pass GRT wire length at about 26 mm
* Cells after Synth at 393
* Fmax achieved at between 150 and 200 MHz
* Resized cells post-CTS at 0
* I/O pin total at 324
* Drt initial violations at between 150 and 200
* Pin count of the biggest net entering global routing at 72
* Die height at 142 um
* Min Hold Slack at between 3000 and 4000 ps
* Period utilization at 0.736
* Drt pass-1 iters at 4
* DIE AREA at slightly above 20000 um2
* CP Buf/Inv Count at 4
* Row cnt at about 44
* Die X-Extent at around 140 um
* Vias in the first global route at 4359
* Initial Util at 0.220
* Worst-Margin Slew at 810 ps
* Crit-path cells: buf_2, buf_4, nor3b_4, buf_4, a222oi_1, a32oi_1, clkdlybuf4s50_1
* Final TNS setup at 0 ps
* Max VDD drop at 0.0000232 V
* Kind of cell adding the most delay to the critical path: buffers and inverters
* Core area at 14500 um2
* Crit Path Category: in -> out
* Sequential share of the synthesized area at 0
* Critical path arrival at 4130 ps
* Leakage Power at 2.36 nW
* Max Cap Viol at 0
* Final ANT Viol Nets at 0
* Drt wl/cell at 21.1 um
* Fin. max-slew vios at 0
* Worst setup SP type: input port
* Yosys chip area at 3190 um2
* Flops at 0
* Initial antenna violation count at 1
* DRC Markers at 0
* Critical Path Stages at 7
* Pwr/cell area at 49.4 nW/um2
* Post-DP HPWL at 14.7 mm
* Post-Syn Area at 3190 um2
* Crit. End Element: output pin
* Area growth from synthesis to layout at 101%
* Critical Path Start: select[0]
* Synth Warn # at 1
* Cell Area, Placed at 6420 um2
* Gate power share at 1.000
* Via count at 4227
* Max_slew headroom at 0.460
* Yosys cell count at about 400
* Reg area at 0 um2
* Finished Cell Area at 6420 um2
* Mean area per synthesized cell at approximately 8.1 um2
* Critical path's most frequent cell: buf_4
* CTS Hold Buffers Added at 0
* Sw Ratio at 0.307
* Worst hold path class: in -> out
* Drt total wl at between 15 and 20 mm
* Port buffer count at 324
* All-Layer GR Usage at 0.164
* Min Tclk post-route at ~5700 ps
## cell type report
cell class	instances	area [um2]
diodes	1	2.50
fillers	1387	8110
inverters	2	7.51
multi-input cells	341	2890
well taps	184	230
repair buffers	333	3290
## through the flow
step	util	setup slack, ps	power [mW]	instances
5_1_grt	0.442	1870	0.341	861
3_5_place_dp	0.442	2050	0.319	860
2_1_floorplan	-	3680	0.120	393
4_1_cts	0.442	2040	0.322	860
6_report	0.442	2030	0.317	861
3_3_place_gp	0.442	2070	0.318	860
## tightest hold or removal path: cells and delay by family
kind	cells	cell delay (ps)
buf+inv	2	740
compound gates	1	110
## kinds of logic (layout without fill, tap and decap cells)
family | Yosys count | count (layout) | share of synthesized area
and+or+nand+nor | 149 | 149 | 0.358
AOI/OAI and AO/OA | 145 | 145 | 0.379
buffers and inverters | 52 | 335 | 0.0953
muxes | 47 | 47 | 0.167
other | 0 | 1 | 0
## cell usage after synthesis
master     n  share of area
o21ai_0    8          0.013
a41oi_2   22           0.11
a22oi_2   14          0.055
nor2b_1   31          0.061
nand3_1   15          0.024
buf_4      1         0.0024
clkbuf_1  15          0.018
buf_6     10          0.035
a32oi_1    1         0.0027
nor3b_4    2          0.012
a21o_1    15          0.035
a222oi_1   1         0.0031
inv_1      2         0.0024
nor4b_4    1         0.0075
a22oi_1   17          0.040
a21oi_2    2         0.0055
buf_2     23          0.036
or3b_1    15          0.041
nand2_1   14          0.016
a21oi_1   29          0.045
and3b_1   68           0.19
a31oi_1    1         0.0020
and3_1     1         0.0020
mux2_1     5          0.018
mux2_4     1         0.0047
nor2_4     1         0.0035
o21ai_1   26          0.041
nor3_4     1         0.0051
clkbuf_2   1         0.0016
mux2_2    41           0.14
a41oi_1    9          0.025
## path summary, 6_finish.rpt
path,endpoint,slack (ps)
hold / removal,out[1],3940
setup / recovery,out[1],2030
## metal layers
layer,global-route usage,vias to the layer above,part of all wire
li1,-,2101,-
met1,0.187,1957,0.38
met2,0.300,163,0.53
met3,0.0535,6,0.086
met4,0.0151,0,0.0070
met5,0,-,0
## cells in the final DEF (no fill, tap or decap), types with 2 or more instances in the layout
master	synthesis	routed
nand3_1	15	15
inv_1	2	2
a41oi_1	9	9
nor3b_4	2	2
a21oi_1	29	29
buf_4	1	10
buf_2	23	3
a21oi_2	2	2
a22oi_1	17	17
or3b_1	15	15
mux2_1	5	5
a41oi_2	22	22
nor2b_1	31	31
a21o_1	15	15
o21ai_1	26	26
nand2_1	14	14
mux2_2	41	41
o21ai_0	8	8
a22oi_2	14	14
and3b_1	68	68
clkdlybuf4s50_1	0	320
## power groups by stage
| stage | registers, mW | clock network, mW | logic (mW) |
|---|---|---|---|
| after CTS | 0 | 0 | 0.322 |
| after global routing | 0 | 0.0000000174 | 0.341 |
| final | 0 | 0.0000000175 | 0.317 |
Power and IR drop assume default switching activity.
