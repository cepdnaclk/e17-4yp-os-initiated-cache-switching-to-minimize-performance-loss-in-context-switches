[design.v]
module mux15x1 (
    input [31:0]indata1,
    input [31:0]indata2,
    input [31:0]indata3,
    input [31:0]indata4,
    input [31:0]indata5,
	input [31:0]indata6,
	input [31:0]indata7,
    input [31:0]indata8,
    input [31:0]indata9,
    input [31:0]ind10,
    input [31:0]ind11,
    input [31:0]ind12,
    input [31:0]ind13,
    input [31:0]ind14,
    input [31:0]ind15,
    input [3:0]select,
    output reg [31:0] out
);
always @(*) begin
    case (select)
        4'b0000:begin
            out<=indata1;
        end
        4'b0001:begin
            out<=indata2;
        end
        4'b0010:begin
            out<=indata3;
        end
        4'b0011:begin
            out<=indata4;
        end
        4'b0100:begin
            out<=indata5;
        end
		4'b0101:begin
            out<=indata6;
        end
		4'b0110:begin
            out<=indata7;
        end
		4'b0111:begin
            out<=indata8;
        end
        4'b1000:begin
            out<=indata9;
        end
        4'b1001:begin
            out<=ind10;
        end
        4'b1010:begin
            out<=ind11;
        end
        4'b1011:begin
            out<=ind12;
        end
        4'b1100:begin
            out<=ind13;
        end
        4'b1101:begin
            out<=ind14;
        end
		default:begin
            out<=ind15;
        end
    endcase
end
endmodule
[run.sh]
#!/bin/bash
# OpenROAD 26Q1-2900-gdf79404cd8, Yosys 0.63+post, stock flow scripts
make -C /OpenROAD-flow-scripts/flow DESIGN_CONFIG=/design/flow/config.mk WORK_HOME=/design/flow/orfs finish
[constraint.sdc]
current_design mux15x1

set clk_period 11.1
set clk_io_pct 0.2

create_clock -name clk0 -period $clk_period

set non_clock_inputs [all_inputs -no_clocks]
set_input_delay [expr $clk_period * $clk_io_pct] -clock clk0 $non_clock_inputs
set_output_delay [expr $clk_period * $clk_io_pct] -clock clk0 [all_outputs]
[config.mk]
export PLATFORM = sky130hd
export DESIGN_NAME = mux15x1
export DESIGN_NICKNAME = mux15x1
export VERILOG_FILES = /design/flow/design.v
export SDC_FILE = /design/flow/constraint.sdc
export NUM_CORES = 4
export LEC_CHECK = 1
export CORE_AREA = 10 10 204 204
export DIE_AREA = 0 0 214 214
==> results.txt <==
flow finished, numbers: register area share after synthesis 0, layout cells sized above 1 0.07502, Power per Cell Area 39.58 nW/µm², hold-critical path depth 4, Die Width 214 µm, antenna cells 0, total gr overflow 0, CP Class input pin to primary output, slew margin rel. 0.4502, Pre-antenna DRT Iters 5, RePlAce Congestion 0.9857, max incr delay on CP about 0.67 ns, routed vias/inst 4.580, Worst path most repeated cell buf_4, CP Capture Type primary output, Unique cell types 45, Critical Path Start Type input pin, CP Cell Sequence buf_4, buf_4, nor2_2, buf_4, nand2_1, a31oi_1, a2111oi_1, nor2_1, clkdlybuf4s50_1, critical path's slowest cell buf_4, flop count 0, DPL Wire Length 34690 µm, Util after Layout 0.2578, Synth area leader a22oi_1, GR Util All Layers 0.1691, Final Cycle Share 0.6801, first-pass GRT wire length 57050 µm, setup bufs post-CTS 0, Vias approximately 7200, Iter 0 DRT Violations between 500 and 600, CTS-repair resized insts 0, FP Core Util 0.1087, CP Data Arrival Time 5.33 ns, placed inst area ~9600 µm², die height 214 µm, Finished Cell Area 9641 µm², register area 0 µm², worst slew pin tran ~0.8 ns, Area Growth Syn to Fin 137.1%, Setup TNS 0 ns, Max-area cell share 0.1422, Slew Limit Fails 0, # setup viols final 0, CLK BUF 0, Yosys chip area 4065 µm², CP top delay family buffers and inverters, f_max between 100 and 150 MHz, ys cells about 590, residual DRC count 0, static leakage roughly 3.3 nW, RSZ-0062 raised after global routing false, Post-synth top cells 77 x a22oi_1, 52 x nor2_1, 49 x nand2_1, 38 x mux2i_1, 37 x mux2_2, Hold Crit Endpoint out[0], most frequent cell after synthesis a22oi_1, WP data required 8.88 ns, YS warnings 1, Post-Synthesis Cells 585, Post-CTS Hold Fix Bufs 0, Fin. Hold Viols 0, FP Rows 71, VDD IR max 0.01448 mV, Filler cells 4061, top cells by area, synth a22oi_1 14%, mux2_2 10%, mux2i_1 9.4%, Syn Area/Cell 6.949 µm², crit-path max FO 55, Buf+Inv Stages, Crit Path 4, final WL just over 40000 µm, mapped cell area between 4000 and 5000 µm², io pins 516, antenna violations before repair 2, max_cap viols 0, vias in the first global route approximately 7800, worst hold start ind15[0], Core ar. between 30000 and 40000 µm², Antenna Nets Post-Route 0, PortBufs approximately 520, largest net degree at the start of global routing 56, post-DR wirelength/cell 25.98 µm, Final min period 7.550 ns, Die Area 45800 µm², logic area around 3700 µm², tally of OpenROAD warnings 32, status finished, final reports clean, worst hold path class input pin to primary output
routing by layer:
metal	vias to the layer above	wire length [µm]	global-route usage
met4	2	1194	0.04189
met3	52	3205	0.04164
li1	3310	-	-
met1	3364	16160	0.2023
met2	435	20060	0.2961
met5	-	13	0
layout make-up:
class,count,share of cell area
Multi-Input combinational cell,515,0.3829
Tap cell,511,0.06632
Timing Repair Buffer,536,0.5500
Inverter,2,0.0007787
worst max-delay path by stage:
stage          from       to  slack, ns  depth (start not counted)
4_1_cts   select[3]  out[12]       3.51                          8
6_report  select[3]  out[20]       3.55                          9
5_1_grt   select[3]  out[12]       3.29                          8
cells by family after synthesis:
group | synth area share
and+or+nand+nor | 0.1865
AOI/OAI and AO/OA | 0.5214
muxes | 0.1961
buffers and inverters | 0.09603
stage by stage:
stage	hold WS (ns)	power (W)	setup WS [ns]	std cells
2_1_floorplan	4.499	0.0001219	5.439	585
3_3_place_gp	5.384	0.0003849	3.555	1564
3_5_place_dp	5.379	0.0003835	3.511	1564
4_1_cts	5.389	0.0003859	3.506	1564
5_1_grt	5.418	0.0004073	3.285	1564
6_report	5.385	0.0003816	3.550	1564
power by group:
part	leakage, nW	internal [W]	switching [W]
registers	0	0	0
clock network	0	0	0
logic	3.26	0.000241	0.000141
total	3.26	0.000241	0.000141
placed cells by master (no fill, tap or decap), types with 14 or more instances in the layout:
cell type / n
a22oi_1: 77
o211ai_1: 15
buf_4: 23
mux2_2: 37
a31oi_1: 24
nor2b_1: 26
nor2_1: 51
nand2_1: 48
o21ai_0: 22
nand3_1: 14
o22ai_1: 25
clkdlybuf4s50_1: 512
mux2i_1: 38
No activity file was given, so power comes from the tool's default toggle rates.
